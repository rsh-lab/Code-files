`flow/config.mk`:
```
export PLATFORM = sky130hd
export DESIGN_NAME = BCD_Counter
export DESIGN_NICKNAME = BCD_Counter
export VERILOG_FILES = /design/flow/design.v
export SDC_FILE = /design/flow/constraint.sdc
export NUM_CORES = 4
export LEC_CHECK = 1
export CORE_AREA = 10 10 82 82
export DIE_AREA = 0 0 92 92
```
`flow/constraint.sdc`:
```
current_design BCD_Counter

set clk_period 3.0
set clk_io_pct 0.2

create_clock -name clk0 -period $clk_period [get_ports {clk}]

set non_clock_inputs [all_inputs -no_clocks]
set_input_delay [expr $clk_period * $clk_io_pct] -clock clk0 $non_clock_inputs
set_output_delay [expr $clk_period * $clk_io_pct] -clock clk0 [all_outputs]
```
`flow/design.v`:
```
module BCD_Counter (
  input wire clk,    
  input wire rst,    
  output reg [3:0] q, 
  output wire en_ones, 
  output wire en_tens,  
  output wire en_hundreds  
);
reg [11:0] counter;
reg [3:0] state;
assign en_ones = (state == 4'b0000);
assign en_tens = (state == 4'b0001);
assign en_hundreds = (state == 4'b0010);
always @(posedge clk or posedge rst) begin
  if (rst) begin
    counter <= 12'b0000_0000_0000;
    state <= 4'b0000;
  end else begin
    counter <= counter + 1;
    case (state)
      4'b0000: q <= counter[3:0];
      4'b0001: q <= counter[7:4];
      4'b0010: q <= counter[11:8];
      4'b0011: q <= 4'b0000; 
      default: q <= 4'b0000; 
    endcase
    if (state == 4'b0011) begin
      state <= 4'b0000;
    end else begin
      state <= state + 1;
    end
  end
end
endmodule
```
`flow/run.sh`:
```
#!/bin/bash
# OpenROAD 26Q1-2900-gdf79404cd8, Yosys 0.63+post, stock flow scripts
make -C /OpenROAD-flow-scripts/flow DESIGN_CONFIG=/design/flow/config.mk WORK_HOME=/design/flow/orfs finish
```
==> impl_metrics.csv <==
group,metric,value,unit
run_status,status,"complete, no violations",
sta,hold_violations,0,
floorplanning,die-area,8464,um^2
synthesis,ys_sh_simple,18.77,%
sta,tns,0,ns
layout,final_cell_mix,"16 x dfrtp_1, 11 x nand2_1, 9 x xnor2_1",
detailed_routing,drc,0,
detailed_routing,diodes,0,
critical_path,worstPathArrival,1.77,ns
synthesis,synth.distinct_cells,21,
clocking,clkLatencyLatePin,0.25,ns
floorplanning,num_rows,26,
place,place_hpwl,1129,um
place,portBuffers,8,
layout,drive_above_1_share,15.12,%
clocking,root_buffer,"clkbuf_8",
layout,num-fill-cells,533,
synthesis,synthAoiAreaFrac,3.753,%
detailed_routing,drt-wirelength-per-cell,9.615,um
synthesis,synthXorXnorAreaFrac,11.13,%
global_route,grt_pass1_wl,2829,um
pwr,power_density,417.5,nW/um^2
synthesis,yosys_warnings,1,
floorplanning,die_h,92,um
detailed_routing,drt-total-wl,1500,um
clocking,clockBufferDepth,2,
critical_path,worst_setup_path_end_kind,"output port",
synthesis,top_logic_kind,"simple AND/OR/NAND/NOR gates",
global_route,grt_max_degree,12,
critical_path,reg2reg_to,"q[0]",
clocking,cts-resized-gates,0,
detailed_routing,drt-vias-per-instance,3.558,
floorplanning,core,5075,um^2
layout,comb_area,386.6,um^2
synthesis,yosysSeqAreaShare,55.76,%
sta,rsz0062_at_grt,"no",
floorplanning,die_x,92,um
critical_path,rrSetupSlack,1.58,ns
synthesis,yosysCellCount,74,
synthesis,synth-adder-area-share,6.702,%
global_route,grt_usage,3.912,%
floorplanning,io_pins,9,
clocking,holdBufCountCts,0,
global_route,antenna_found_initial,0,
sta,final_max_slew_viol_count,0,
synthesis,synth_area_per_cell,12.61,um^2
layout,areaGrowthSynthToFinish,23.46,%
pwr,p_leak,0.0005083,uW
clocking,tritoncts,"built",
run,warnings,28,
layout,final_common_cell,"dfrtp_1",
clocking,h-tree-depth,1,
synthesis,syn_area,933.4,um^2
clocking,postCtsSetupBuffers,0,
sta,maxClockFrequency,421.3,MHz
critical_path,r2r_start,"state[0]",
critical_path,slowest_stage,"clkdlybuf4s50_1",
critical_path,cp_slowest_stage_delay,0.54,ns
critical_path,cp_max_fo,5,
critical_path,worst-r2r-cell-count,5,
global_route,first_global_vias,584,
synthesis,numSynthFlops,20,
layout,final_util,22.71,%
pwr,power,481.1,uW
critical_path,path_cells,"inv_1 > ha_1 > nor3b_2 > clkdlybuf4s50_1",
sta,skew,0.003778,ns
sta,timing.final.crit_share,79.13,%
hold_path,hold_depth,1,
detailed_routing,dr_total_vias,555,
synthesis,ys_area,933.4,um^2
pwr,vdd_ir_drop_max,0.1715,mV
synthesis,synth.mux.area_fraction,1.072,%
sta,layout_min_cycle_time,2.374,ns
hold_path,worstHoldStart,"counter[0]",
sta,setup_viol,0,
critical_path,required,2.40,ns
clocking,numCtsBuffers,3,
synthesis,syn_inst,74,
clocking,clk_transition_reported_paths,0.07,ns
hold_path,worst_hold_path_type,"reg2reg",
sta,tightest_slew,0.3888,ns
detailed_routing,dr.pass1.iters,4,
detailed_routing,initialDrtViolationCount,27,
place,gp_congestion,0.8182,
critical_path,cp-start-kind,"register",
sta,slew-limit-headroom,74.05,%
detailed_routing,detail-route-antenna-nets,0,
hold_path,holdPathEnd,"counter[0]",
run,cap_violations,0,
clocking,cts.sinks,20,
layout,ff_latch_area,520.5,um^2
global_route,gr-total-overflow,0,
critical_path,worstSetupPathType,"reg2out",
floorplanning,initial_utilization,18.39,%
-- cells in the mapped netlist --
master / instances / area share (%)
a21oi_1: 1 / 0.54
a22oi_1: 4 / 3.2
and2_2: 1 / 0.80
and3_1: 1 / 0.67
and4_1: 2 / 1.9
buf_6: 1 / 1.2
dfrtp_1: 16 / 43
edfxtp_1: 4 / 13
ha_1: 5 / 6.7
inv_1: 4 / 1.6
mux2i_1: 1 / 1.1
nand2_1: 11 / 4.4
nand3_1: 4 / 2.1
nand3_2: 1 / 1.1
nand4_1: 1 / 0.67
nand4_2: 2 / 2.7
nor2_1: 1 / 0.40
nor3b_2: 3 / 4.0
xnor2_1: 9 / 8.4
xnor2_2: 1 / 1.7
xor2_1: 1 / 0.94
-- registers in the layout, indices dropped and copies added (netlist names) --
signal   count
counter     12
state        4
q            4
-- worst max-delay path: cells and delay by family (launching register included) --
kind                     cells  cell delay, ns
flip-flops                   1            0.43
buffers and inverters        2            0.65
adder cells (fa/ha/maj)      1            0.14
AND/OR/NAND/NOR              1            0.31
-- stage by stage --
| step | setup slack [ns] | hold slack [ns] | std cells | instance area, um^2 |
|---|---|---|---|---|
| 2_1_floorplan | 1.584 | 0.4357 | 74 | 933.4 |
| 3_3_place_gp | 0.9297 | 0.4611 | 152 | 1097 |
| 3_5_place_dp | 0.8876 | 0.4619 | 152 | 1097 |
| 4_1_cts | 0.6006 | 0.4719 | 156 | 1152 |
| 5_1_grt | 0.4937 | 0.4886 | 156 | 1152 |
| 6_report | 0.6261 | 0.4631 | 156 | 1152 |
-- report_power, final --
part	leakage [uW]	switching [uW]	internal, uW	total (uW)
logic	0.000221	5.40	3.79	9.19
clock network	0.0000288	77.4	116	194
registers	0.000258	0.233	278	278
-- routing by layer --
metal,GRT usage [%],part of all wire (%),vias to the layer above
li1,-,-,277
met3,1.812,6.7,2
met1,5.613,53,268
met4,0.2571,0.67,0
met2,5.529,39,8
met5,0,0,-
-- how the worst max path moves through the flow --
stage,start,end,slack (ns),cells past startpoint
after CTS,state[0],en_hundreds,0.60,4
after global routing,state[0],en_hundreds,0.49,4
final,state[0],en_hundreds,0.63,4
-- logic make-up after synthesis --
kind of cell / after synthesis
fa+ha+maj: 5
simple gates: 27
mux: 1
compound gates: 5
xor+xnor: 11
flops: 20
buf+inv: 5
-- cell type report --
type	count	share of cell area, %
Sequential cell	20	45.17
Inverter	4	1.303
Multi-Input combinational cell	49	33.55
Timing Repair Buffer	9	7.600
Clock buffer	4	4.777
Tap cell	70	7.600
No activity file was given, so power comes from the tool's default toggle rates.
